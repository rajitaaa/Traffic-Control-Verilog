==> design.v <==
module VerilogBM_224_238(n_lights,s_lights,e_lights,w_lights,clk,rst_a);
   output reg [2:0] n_lights,s_lights,e_lights,w_lights; 
   input      clk;
   input      rst_a;
   reg [2:0] state;
   parameter [2:0] north=3'b000;
   parameter [2:0] north_y=3'b001;
   parameter [2:0] south=3'b010;
   parameter [2:0] south_y=3'b011;
   parameter [2:0] east=3'b100;
   parameter [2:0] east_y=3'b101;
   parameter [2:0] west=3'b110;
   parameter [2:0] west_y=3'b111;
   reg [2:0] count;
   always @(posedge clk, posedge rst_a)
     begin
        if (rst_a)
            begin
                state=north;
                count =3'b000;
            end
        else
            begin
                case (state)
                north :
                    begin
                        if (count==3'b111)
                            begin
                            count=3'b000;
                            state=north_y;
                            end
                        else
                            begin
                            count=count+3'b001;
                            state=north;
                            end
                    end
                north_y :
                    begin
                        if (count==3'b011)
                            begin
                            count=3'b000;
                            state=south;
                            end
                        else
                            begin
                            count=count+3'b001;
                            state=north_y;
                        end
                    end
               south :
                    begin
                        if (count==3'b111)
                            begin
                            count=3'b0;
                            state=south_y;
                            end
                        else
                            begin
                            count=count+3'b001;
                            state=south;
                        end
                    end
            south_y :
                begin
                    if (count==3'b011)
                        begin
                        count=3'b0;
                        state=east;
                        end
                    else
                        begin
                        count=count+3'b001;
                        state=south_y;
                        end
                    end
            east :
                begin
                    if (count==3'b111)
                        begin
                        count=3'b0;
                        state=east_y;
                        end
                    else
                        begin
                        count=count+3'b001;
                        state=east;
                        end
                    end
            east_y :
                begin
                    if (count==3'b011)
                        begin
                        count=3'b0;
                        state=west;
                        end
                    else
                        begin
                        count=count+3'b001;
                        state=east_y;
                        end
                    end
            west :
                begin
                    if (count==3'b111)
                        begin
                        state=west_y;
                        count=3'b0;
                        end
                    else
                        begin
                        count=count+3'b001;
                        state=west;
                        end
                    end
            west_y :
                begin
                    if (count==3'b011)
                        begin
                        state=north;
                        count=3'b0;
                        end
                    else
                        begin
                        count=count+3'b001;
                        state=west_y;
                        end
                    end
            endcase  
        end  
    end 
always @(state)
     begin
         case (state)
            north :
                begin
                    n_lights = 3'b001;
                    s_lights = 3'b001;
                    e_lights = 3'b100;
                    w_lights = 3'b100;
                end  
            north_y :
                begin
                    n_lights = 3'b010;
                    s_lights = 3'b010;
                    e_lights = 3'b100;
                    w_lights = 3'b100;
                end  
            south :
                begin
                    n_lights = 3'b001;
                    s_lights = 3'b001;
                    e_lights = 3'b100;
                    w_lights = 3'b100;
                end  
            south_y :
                begin
                    n_lights = 3'b010;
                    s_lights = 3'b010;
                    e_lights = 3'b100;
                    w_lights = 3'b100;
                end  
            west :
                begin
                    n_lights = 3'b100;
                    s_lights = 3'b100;
                    e_lights = 3'b001;
                    w_lights = 3'b001;
                end  
            west_y :
                begin
                    n_lights = 3'b100;
                    s_lights = 3'b100;
                    e_lights = 3'b010;
                    w_lights = 3'b010;
                end  
            east :
                begin
                    n_lights = 3'b100;
                    s_lights = 3'b100;
                    e_lights = 3'b001;
                    w_lights = 3'b001;
                end  
            east_y :
                begin
                    n_lights = 3'b100;
                    s_lights = 3'b100;
                    e_lights = 3'b010;
                    w_lights = 3'b010;
                end  
            endcase  
     end  
endmodule
==> run.sh <==
#!/bin/bash
# OpenROAD 26Q1-2900-gdf79404cd8, Yosys 0.63+post, stock flow scripts
make -C /OpenROAD-flow-scripts/flow DESIGN_CONFIG=/design/flow/config.mk WORK_HOME=/design/flow/orfs finish
==> config.mk <==
export PLATFORM = sky130hd
export DESIGN_NAME = VerilogBM_224_238
export DESIGN_NICKNAME = VerilogBM_224_238
export VERILOG_FILES = /design/flow/design.v
export SDC_FILE = /design/flow/constraint.sdc
export NUM_CORES = 4
export LEC_CHECK = 1
export CORE_AREA = 10 10 70 70
export DIE_AREA = 0 0 80 80
==> constraint.sdc <==
current_design VerilogBM_224_238

set clk_period 1.2
set clk_io_pct 0.2

create_clock -name clk0 -period $clk_period [get_ports {clk}]

set non_clock_inputs [all_inputs -no_clocks]
set_input_delay [expr $clk_period * $clk_io_pct] -clock clk0 $non_clock_inputs
set_output_delay [expr $clk_period * $clk_io_pct] -clock clk0 [all_outputs]
==> insert_results.sql <==
-- implementation run metrics
INSERT INTO impl_metrics (metric_group, metric, value, unit) VALUES
('final_layout', 'syn_to_final_growth', '70.9', '%'),
('cts', 'cts_hold_repair.buffers', '0', ''),
('final_timing', 'worst_hold_slack', '216', 'ps'),
('synthesis', 'post_synth_and_or_nand_nor_area_fraction', '0.163', ''),
('placed_design', 'port-buffer-count', '13', ''),
('power_and_ir_drop', 'cellLeakagePower', '0.323', 'nW'),
('critical_path', 'worst-path-max-fanout', '3', ''),
('final_layout', 'post_route_cells_drive_above_1_share', '0.645', ''),
('cts', 'clock_latency_of_the_later_clocked_register_in_the_worst_skew_pair', '240', 'ps'),
('placed_design', 'place.gp.congestion', '0.715', ''),
('detailed_routing', 'topRoutingLayerUsed', 'met4', ''),
('synthesis', 'netlist_instances', '43', ''),
('placed_design', 'place_hpwl', '693', 'um'),
('final_timing', 'clock_skew', '4.42', 'ps'),
('power_and_ir_drop', 'powerDensity', '564', 'nW/um2'),
('min_path', 'timing.hold.worst.class', 'input pin to asynchronous set/reset pin', ''),
('floorplanning', 'core_area', '3420', 'um2'),
('final_timing', 'unrepaired_setup_endpoints_after_global_routing', 'yes', ''),
('cts', 'worst_setup_hold_path_clk_slew', '50', 'ps'),
('synthesis', 'mux_share', '0', ''),
('final_layout', 'final-comb-area', '236', 'um2'),
('synthesis', 'numSynthFlops', '6', ''),
('critical_path', 'worstPathRequired', '960', 'ps'),
('cts', 'cts.htree.levels', '1', ''),
('critical_path', 'worstSetupEndpointType', 'primary output', ''),
('floorplanning', 'die_h', '80', 'um'),
('power_and_ir_drop', 'vdd_ir_drop_max', '0.202', 'mV'),
('grt', 'grt_antenna_before_repair', '0', ''),
('cts', 'cts_buffers', '3', ''),
('critical_path', 'worst_path_max_delay_cell', 'dfrtp_2', ''),
('synthesis', 'yosys.area_share.aoi', '0.113', ''),
('detailed_routing', 'count_of_antenna_diodes_in_the_layout', '0', ''),
('final_timing', 'fmax', '0.783', 'GHz'),
('critical_path', 'crit_path_cell_trace', 'buf_6 > and2_4 > buf_2', ''),
('final_layout', 'num-fill-cells', '371', ''),
('synthesis', 'syn_area_per_cell', '9.49', 'um2'),
('grt', 'gr-usage-all-layers', '0.0303', ''),
('final_timing', 'finalCritPeriodShare', '1.06', ''),
('final_layout', 'mostFrequentLayoutCells', 'buf_6, buf_2, dfrtp_1, buf_4', ''),
('final_timing', 'finalMaxSlewViolations', '0', ''),
('cts', 'ctsRootBufferMaster', 'clkbuf_4', ''),
('grt', 'grt-ovfl-total', '0', ''),
('final_timing', 'worst_slew_pin_slew', '237', 'ps'),
('detailed_routing', 'via_per_inst', '3.20', ''),
('synthesis', 'synth_stat.cells', '43', ''),
('placed_design', 'post-place-ws', '-104', 'ps'),
('final_layout', 'top_cell_excl_fill_tap', 'buf_6', ''),
('power_and_ir_drop', 'finalPower', '393', 'uW'),
('grt', 'maximum_number_of_pins_on_one_net_before_global_route_repair', '10', ''),
('final_timing', 'final-setup-viol-count', '11', ''),
('status', 'failed_checks', 'setup timing', ''),
('cts', 'tritoncts_num_sinks', '6', ''),
('detailed_routing', 'routed-wl-met3', '54', 'um'),
('critical_path', 'critPathKind', 'flop to primary output', ''),
('detailed_routing', 'routed_metal_1_wire_length', '425', 'um'),
('final_layout', 'finalCoreUtilization', '0.204', ''),
('flow_run', 'warning_count', '29', ''),
('detailed_routing', 'postRouteAntennaNets', '0', ''),
('detailed_routing', 'detailroute.wirelength.met2', '562', 'um'),
('grt', 'vias_in_the_first_global_route', '330', ''),
('floorplanning', 'top_level_ports', '14', ''),
('synthesis', 'post_synth_fa_ha_maj_area_fraction', '0.123', ''),
('critical_path', 'critical_path.max_stage_delay', '420', 'ps'),
('critical_path', 'reg2reg_depth', '5', ''),
('detailed_routing', 'routed_wire_length_per_instance', '9.69', 'um'),
('flow_run', 'max_cap_violations', '0', ''),
('synthesis', 'post_synth_main_logic_family', 'buffers and inverters', ''),
('floorplanning', 'fp_util', '0.119', ''),
('final_layout', 'seqCellArea', '151', 'um2'),
('final_timing', 'post-route-worst-setup-slack', '-76.8', 'ps'),
('status', 'outcome', 'complete, but fails checks', '');
worst paths after layout:
check | startpoint | endpoint | slack (ps)
worst max-delay path | state[2] | w_lights[1] | -80
worst min-delay path | rst_a | count[2] | 220
worst max register to register | count[0] | state[1] | -10
worst min register to register | count[0] | count[0] | 480
max in group asynchronous | rst_a | state[2] | 770
min in group clk0 | count[0] | count[0] | 480
metrics by stage:
step                setup TNS (ps)  cell area (um2)  cells
floorplan                        0              408     43
global placement             -1010              554     97
detailed placement           -1080              554     97
CTS                           -562              666    108
global route                 -1010              697    108
finish                        -449              697    108
cell usage after synthesis:
library cell	number	area share
buf_4	8	0.15
dfrtp_1	6	0.37
ha_1	4	0.12
inv_1	3	0.028
nor2_1	3	0.028
nor2b_1	3	0.046
a21oi_1	2	0.025
nand2_1	2	0.018
o21ai_1	2	0.025
a221oi_1	1	0.021
a22o_1	1	0.021
a311oi_1	1	0.021
and2_1	1	0.015
and3b_1	1	0.021
buf_6	1	0.028
inv_2	1	0.0092
nand3_1	1	0.012
nor2b_2	1	0.021
xnor2_1	1	0.021
timing repair:
item | in CTS | in global routing
setup endpoints to repair | 15 | 16
gates resized | 59 | 7
pin swaps | 4 | 3
endpoints found under the hold margin | 0 | 0
setup buffers | 9 | 1
flip-flops by register name (all words and copies together), names as in the netlist:
register / count
count: 3
state: 3
final cells by class:
class                           instances  area share
Inverter                                4      0.0251
Clock buffer                            3      0.0323
Tap cell                               46      0.0826
Multi-Input combinational cell         24       0.339
Sequential cell                         6       0.217
Timing Repair Buffer                   25       0.303
kinds of logic (layout without fill, tap and decap cells):
| family | Yosys count | in the layout |
|---|---|---|
| adder cells (fa/ha/maj) | 4 | 4 |
| buffers and inverters | 13 | 32 |
| AND-OR/OR-AND | 7 | 7 |
| flip-flops | 6 | 6 |
| XOR/XNOR | 1 | 1 |
| AND/OR/NAND/NOR | 12 | 12 |
metal layers:
metal,vias to the layer above,track usage
met3,2,0.0136
met1,168,0.0365
met2,5,0.0482
li1,171,-
met4,0,0.00704
met5,-,0
power by group:
part           total [mW]  internal [mW]  switching, mW
clock               0.183          0.113         0.0702
sequential          0.203          0.203              0
combinational     0.00726        0.00304        0.00422
total               0.393          0.319         0.0744
worst max-delay path: cells and delay by family (launching register included):
family	cells	cell delay (ps)
buffers and inverters	2	250
and+or+nand+nor	1	130
DFF	1	420
Power is estimated from default activity; no workload was simulated.
